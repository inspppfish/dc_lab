**./run.sh**
```bash
#!/bin/bash
# OpenROAD 26Q1-2900-gdf79404cd8, Yosys 0.63+post, stock flow scripts
make -C /OpenROAD-flow-scripts/flow DESIGN_CONFIG=/design/flow/config.mk WORK_HOME=/design/flow/orfs finish
```
**./config.mk**
```make
export PLATFORM = sky130hd
export DESIGN_NAME = tube_display
export DESIGN_NICKNAME = tube_display
export VERILOG_FILES = /design/flow/design.v
export SDC_FILE = /design/flow/constraint.sdc
export NUM_CORES = 4
export LEC_CHECK = 1
export CORE_AREA = 10 10 70 70
export DIE_AREA = 0 0 80 80
```
**./constraint.sdc**
```tcl
current_design tube_display

set clk_period 3.7
set clk_io_pct 0.2

create_clock -name clk0 -period $clk_period

set non_clock_inputs [all_inputs -no_clocks]
set_input_delay [expr $clk_period * $clk_io_pct] -clock clk0 $non_clock_inputs
set_output_delay [expr $clk_period * $clk_io_pct] -clock clk0 [all_outputs]
```
**./design.v**
```verilog
module coder83 (
	input [7:0] x,
	output reg [2:0] y,
	output reg seg
);
	integer i;
	always @(x) begin
		y = 0;
		seg = 0;
		for (i = 0; i < 8; i = i+1)
			if (x[i] == 1) begin
				y = i[2:0];
				seg = 1;
			end
	end
endmodule
module decoder3tube (
	input [2:0] x,
	input en,
	output reg [6:0] y
);
	always @(x or en) begin
		if (en) begin
			case (x)
				3'b000 : y = 7'b0000001;
				3'b001 : y = 7'b1001111;
				3'b010 : y = 7'b0010010;
				3'b011 : y = 7'b0000110;
				3'b100 : y = 7'b1001100;
				3'b101 : y = 7'b0100100;
				3'b110 : y = 7'b0100000;
				3'b111 : y = 7'b0001111;
				default : y = 7'b0000000;
			endcase
		end
		else y = 7'b1111111;
	end;
endmodule
module tube_display(
	input [7:0] x,
	output [6:0] tube,	
	output [2:0] code3
);
	integer i;
	wire en;
	coder83 i0 (
		.x(x), 
		.y(code3),
		.seg(en)
	);
	decoder3tube i1 (
		.x(code3), 
		.y(tube),
		.en(en)
	);
endmodule
```
==> notes.md <==
Per the timing report, the biggest fanout along the worst path comes to 3. Per the slew report, the remaining headroom to the max-slew limit stands at 69.1%. The dominant delay contributor by cell family on the critical path was buffers and inverters. In this run, distinct cell masters in the synthesized netlist total 15. The total setup violations reported at the end of the flow came out at 0. Looking at the gate-level netlist, the highest instance count belongs to nor2_1. Registers take 0 um^2.

The flow measured a signed area growth from synthesis to layout of 115%. Per STA, the highest per-stage delay on the worst path measures 0.53 ns. The number of vias in the routed layout was 307; the layout clock buffer count was 0.

Per the final timing report, the hold violations number 0. The power per standard cell area is 100 nW/um^2. In this run the post-CTS setup repair buffer count came out at 0. The type of the worst setup path is in2out. At the placement stage, the worst setup path has a slack of 0.0344 ns. The total buffers and inverters traversed by the critical path is 2. The run finished with clean final reports. The run gives 0 as the number of max-cap violations. After layout, the worst setup slack is 0.166 ns. Per the detail_route report, DRC violations left total 0. The effective utilization at floorplan came out at 6.96%. Row generation in the floorplan step produced 21 rows. The tool warning count for the run is 37.

The run gives 0 as the initial antenna violation count. The pin count of the biggest net entering global routing is 7. For the final standard cell area without fillers, the log shows 512 um^2. The tools report the signal arrival time at the worst endpoint as 2.79 ns.

The slowest stage of the critical path belongs to the cell clkdlybuf4s50_1. The placed instance area came out at 505 um^2. Across the VDD grid, the largest voltage drop is 0.0150 mV.

The endpoint type of the worst setup path was a primary output. The tools report the kind of launch point of the worst setup path as an input pin. The sequential cell count came out at 0. The logs give 33 for the number of cells in the yosys synthesis report and 0.768 for the placer congestion estimate.

The max-slew violation total from the final report came out at 0. For this run the aggregate overflow at the end of global routing stands at 0. From left edge to right edge, the die measures 80 um. The worst hold path passes through 5 cells. The post-route setup TNS came out at 0 ns. The tally of buffers added on design ports is 18, and the first-iteration detailed-routing DRC count is 22. Cells with a size suffix above 1 make up 20.0% of the layout.

The start point of the worst min-delay path is x[0]. The area fraction of the largest cell type after synthesis is 31.6%. Data on the critical path is required at its endpoint by 2.96 ns. Final-layout worst hold slack: 2.55 ns.

The share of the Yosys chip area taken by registers is 0%. Counting the warning lines in the Yosys log gives 2. The via count normalized by instance count was 3.04. The synthesized netlist occupies a cell area of 238 um^2. Minimum period implied by the final worst setup slack: 3.53 ns. In the hold report, the worst path ends at tube[4]. The leakage component of the power was reported as 0.208 nW.

Traced cell by cell, the critical path runs through clkdlybuf4s50_1 > nor2_1 > a221oi_2 > o21ba_2 > ha_1 > nor2_1 > a21o_2 > clkdlybuf4s50_1. Total power for the finished layout comes to 0.0512 mW. The die height works out to 80 um. Ranked by total cell area, the synthesized netlist is headed by ha_1 32%, nor2_1 17%, nor4_4 8.9%, nor4_2 5.3%, nand2_1 4.7%.

The tools report the post-cts hold-fix buffer tally as 0. Per the timing report, the achievable frequency comes out to 283 MHz. Setup repair after global routing left no endpoint under its margin. The final critical path takes up 95.5% of the cycle.

The floorplan step defined a die boundary enclosing 6400 um^2. Estimated wirelength of the detail-placed design: 778 um. The run gives 0 as the number of inserted diodes.

Looking at area per cell type in the netlist, the leader is ha_1. First-pass iteration count of the detailed router: 2. The cell count after synthesis came out at 33.

The residual antenna-violating net count after detailed routing is 0. The placeable core region is 3420 um^2, and the Yosys chip area is 238 um^2. The mean cell area of the mapped netlist is 7.20 um^2.

The first global-routing pass estimated 1390 um of wire. Global routing used 2.54% of the available tracks across all layers. The report lists the number of cells resized after CTS as 0. According to the I/O placement log, the pin count is 18. The run gives 288 for the via count of the first global-routing pass.

Type of the tightest min-delay check: in2out. The commonest cells after synthesis are 11 x nor2_1, 6 x ha_1, 3 x nand2_1, 2 x inv_1. For the pin with the worst max-slew slack, the measured transition is 0.460 ns. The total wire length is 895 um, and the post-detailed-route wirelength per cell is 8.86 um.
==> layout by cell type, fill, tap and decap left out, types with 2 or more instances in the layout <==
cell type,instances
inv_1,2
clkdlybuf4s50_1,18
nand2_1,3
buf_4,4
ha_1,6
nor2_1,11
==> kinds of logic (layout without fill, tap and decap cells) <==
group | after synthesis | after routing | synth area share, %
simple gates | 17 | 17 | 40.5
compound gates | 7 | 7 | 23.2
fa+ha+maj | 6 | 6 | 31.6
buf+inv | 3 | 25 | 4.74
==> per-stage QoR <==
step | utilization [%] | cells
finish | 15.0 | 101
CTS | 14.8 | 101
global placement | 14.8 | 101
global route | 15.0 | 101
floorplan | - | 33
detailed placement | 14.8 | 101
==> area by class of cell <==
| cell class | count | area (um^2) |
|---|---|---|
| tap | 46 | 57.6 |
| multi-input combinational | 30 | 233 |
| inverter | 3 | 11.3 |
| timing repair buffer | 22 | 210 |
| fill | 398 | 2900 |
==> metal layers <==
metal / vias up / track usage (%) / share of wire (%)
li1: 159 / - / -
met1: 138 / 3.30 / 46
met2: 10 / 4.01 / 42
met3: 0 / 1.14 / 12
met4: 0 / 0 / 0
met5: - / 0 / 0
==> worst max path at each step <==
stage         cells past startpoint  startpoint  endpoint  slack [ns]
CTS                               8        x[2]   tube[5]        0.02
global route                      8        x[2]   tube[5]        0.02
finish                            8        x[2]   tube[5]        0.17
==> where the power goes <==
part	leakage (nW)	internal (mW)	total (mW)	switching (mW)
clock	0	0	0	0
sequential	0	0	0	0
combinational	0.208	0.0326	0.0512	0.0186
==> tightest hold or removal path, cell delays in order <==
cell             delay [ns]
clkdlybuf4s50_1        0.48
nor4_2                 0.07
nor2_1                 0.08
nor2_1                 0.05
clkdlybuf4s50_1        0.39
No activity file was given, so power comes from the tool's default toggle rates.
