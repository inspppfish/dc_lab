`/design/flow/config.mk`:
```
export PLATFORM = sky130hd
export DESIGN_NAME = alu4
export DESIGN_NICKNAME = alu4
export VERILOG_FILES = /design/flow/design.v
export SDC_FILE = /design/flow/constraint.sdc
export NUM_CORES = 4
export LEC_CHECK = 1
export CORE_AREA = 10 10 72 72
export DIE_AREA = 0 0 82 82
```
`/design/flow/constraint.sdc`:
```
current_design alu4

set clk_period 5.1
set clk_io_pct 0.2

create_clock -name clk0 -period $clk_period

set non_clock_inputs [all_inputs -no_clocks]
set_input_delay [expr $clk_period * $clk_io_pct] -clock clk0 $non_clock_inputs
set_output_delay [expr $clk_period * $clk_io_pct] -clock clk0 [all_outputs]
```
`/design/flow/run.sh`:
```
#!/bin/bash
# OpenROAD 26Q1-2900-gdf79404cd8, Yosys 0.63+post, stock flow scripts
make -C /OpenROAD-flow-scripts/flow DESIGN_CONFIG=/design/flow/config.mk WORK_HOME=/design/flow/orfs finish
```
`/design/flow/design.v`:
```
module adder4(
  input [3:0] a,
  input [3:0] b,
  input opt,  
  output carry,
  output zero,
  output overflow,
  output [3:0] y  
);
  wire [3:0] mask;
  wire [3:0] real_b;
  assign mask = {4{opt}};
  assign real_b = b ^ mask;
  assign {carry, y} = real_b + a + {3'b000, opt};
  assign zero = ~(|y);
  assign overflow = (a[4-1] == real_b[4-1]) && (y[4-1] != a[4-1]);
endmodule
module alu4 (
  input [3:0]a,
  input [3:0]b,
  input [2:0]opt,
  output [3:0]y
); 
  wire zero;
  wire overflow;
  wire [3:0] result;
  reg [3:0] yout;
  assign y = yout;
  adder4 i0 (
    .a      (a),
    .b      (b),
    .opt    (1'b1),
    .zero   (zero),
    .carry  (),
    .overflow (overflow),
    .y      (result)
  );
always @(*) begin
  case(opt)
    3'b000 : yout = a+b;
    3'b001 : yout = a-b;
    3'b010 : yout = ~a;
    3'b011 : yout = a&b;
    3'b100 : yout = a|b;
    3'b101 : yout = a^b;
    3'b110 : yout = {3'b000, result[4-1] ^ overflow};
    3'b111 : yout = {3'b000, zero};
  endcase
end
endmodule
```
==> run summary <==
run results: Tool Warnings 40, first-pass GRT wire length 2700 um, final setup violation count 0, Setup Buffers After CTS 0, GRT Total Usage 4.77%, global route overflow 0, worst min-delay path category input pin to output pin, Total Power 73.3 uW, achievable clock frequency 212 MHz, Unique cell types 32, final core occ 22.5%, Final Cell Area 830 sq um, Final Instance Count excl. Fillers 144, # rows 22, post-route ant nets 0, post-DP HPWL 1340 um, area growth from synthesis to layout 33.9%, die area 6720 sq um, Hold EP y[1], Diodes inserted 0, DR iter-0 viols 12, initial antenna violation count 0, Worst path slowest cell clkdlybuf4s50_1, Placed Instance Area 830 sq um, flip-flops 0, crit start category input pin, Hold Vio Cnt, Final 0, worst slew pin tran 318 ps, pin count of the biggest net entering global routing 17, crit-path cells clkdlybuf4s50_1 > inv_1 > ha_1 > mux2i_1 > ha_1 > nor2b_1 > o21a_1 > or2_2 > o221ai_1 > clkdlybuf4s50_1, Critical Path AT 3700 ps, routed vias/inst 4.24, total negative slack 0 ps, syn avg cell area 7.55 sq um, crit end category output pin, drt pass-1 iters 4, worst setup margin approximately 380 ps, port bufs 15, Placed Cells incl. Taps roughly 140, GR Layer Usage met2 7.92%, Die X 82 um, LEAKAGE 0.364 nW, I/O pin count 15, final cycle utilization of the critical path 92.6%, core area 3690 sq um, busiest layer in global routing met2, clock buf count 0, synthesized area 619 sq um, IR Drop Worst-Case VDD 0.0391 mV, met1 GRT Util around 7%, hold slack 3240 ps, die span in y roughly 82 um, Slew HR 78.7%, fin crit period 4720 ps, outcome complete, no violations, Synth warnings 1, Routed WL 1510 um, cell count after synthesis 82, CP max stage delay 580 ps, most frequent cells in the layout ha_1, clkdlybuf4s50_1, inv_1, nand2_1, nor2b_1, gp weighted congestion between 0.9 and 1, vias in the first global route 589, P per Cell Area 88.4 nW/um^2, WP data required 4080 ps, number of max-cap violations 0, drc violations 0, final slew viol count 0, ys cells 82, Layout fillers between 400 and 500, Vias 610, layout cells sized above 1 7.29%, register area 0 sq um, RSZ-0062 raised after global routing false, hold_buf cts 0, Setup WS pre-CTS 364 ps, Setup Crit Path Kind input pin to output pin, Post-synth seq share 0%, routed len/inst about 10 um, Starting Density around 17%, met3 Use GR 0.441%, number of cells on the worst hold path 3, # resized after CTS 0, crit path max fanout 5, hold path start opt[1], YS chip area 619 sq um
-- critical path, delay by kind of cell --
kind | cells | cell delay [ps]
buf+inv | 3 | 1200
fa+ha+maj | 2 | 540
simple gates | 2 | 420
compound gates | 2 | 370
mux | 1 | 140
-- Yosys cell counts --
cell type | instances | share of area, %
nand3b_1 | 1 | 1.2
a22oi_1 | 3 | 3.6
ha_1 | 15 | 30
nor3_2 | 1 | 1.6
xnor2_1 | 2 | 2.8
o21a_1 | 1 | 1.2
nand2_1 | 7 | 4.2
a22o_1 | 1 | 1.4
nor4_1 | 1 | 1.0
a21oi_1 | 2 | 1.6
fa_1 | 1 | 3.2
o2111ai_1 | 1 | 1.4
nand4_1 | 1 | 1.0
o221ai_1 | 1 | 1.4
a2bb2oi_1 | 1 | 1.4
mux2i_1 | 2 | 3.2
or3_4 | 1 | 1.8
a2111oi_2 | 1 | 2.4
or2_2 | 2 | 2.0
nor3_1 | 2 | 1.6
o41ai_1 | 1 | 1.4
nor2b_1 | 7 | 7.1
xor2_1 | 2 | 2.8
o21ai_0 | 5 | 4.0
o31ai_1 | 1 | 1.2
or4_1 | 1 | 1.2
o31a_1 | 1 | 1.4
nor2_1 | 3 | 1.8
inv_1 | 10 | 6.1
and2b_1 | 1 | 1.2
mux2_2 | 1 | 1.8
clkbuf_1 | 2 | 1.2
-- worst max path at each step --
stage	startpoint	cells after the start	endpoint	slack [ps]
4_1_cts	b[1]	10	y[2]	360
5_1_grt	b[1]	10	y[2]	240
6_report	b[1]	10	y[2]	380
-- cells by family after synthesis --
logic type | count (synthesis) | share of synthesized area, %
and+or+nand+nor | 28 | 25.9
AOI/OAI and AO/OA | 19 | 22.6
adders and majority gates | 16 | 33.5
buffers and inverters | 12 | 7.27
xor gates and xnor gates | 4 | 5.66
muxes | 3 | 5.05
-- routing by layer --
metal	vias to the layer above	routed length [um]
li1	322	-
met1	277	764
met2	11	688
met3	0	54
met4	0	0
met5	-	0
-- where the power goes --
| group | total (mW) | leakage [nW] | internal (mW) | switching (mW) |
|---|---|---|---|---|
| Sequential | 0 | 0 | 0 | 0 |
| Clock | 0 | 0 | 0 | 0 |
| Combinational | 0.0733 | 0.364 | 0.0397 | 0.0336 |
| Total | 0.0733 | 0.364 | 0.0397 | 0.0336 |
-- cell type report --
class,count,area [sq um],area share (%)
multi-input cells,70,574,69.2
inverters,10,37.5,4.52
well taps,48,60.1,7.24
repair buffers,16,158,19.0
Power figures rest on the tool's default switching activity, not on a simulated workload.
