==> config.mk <==
export PLATFORM = sky130hd
export DESIGN_NAME = shift_register
export DESIGN_NICKNAME = shift_register
export VERILOG_FILES = /design/flow/design.v
export SDC_FILE = /design/flow/constraint.sdc
export NUM_CORES = 4
export LEC_CHECK = 1
export CORE_AREA = 10 10 70 70
export DIE_AREA = 0 0 80 80
==> constraint.sdc <==
current_design shift_register

set clk_period 1.6
set clk_io_pct 0.2

create_clock -name clk0 -period $clk_period [get_ports {clk}]

set non_clock_inputs [all_inputs -no_clocks]
set_input_delay [expr $clk_period * $clk_io_pct] -clock clk0 $non_clock_inputs
set_output_delay [expr $clk_period * $clk_io_pct] -clock clk0 [all_outputs]
==> design.v <==
module shift_register(
  input clk,
  input [7:0] data_in,
  input [2:0] opt,
  output [7:0] data_out
);
reg [7:0] reg_data;
always @(posedge clk) begin
  case (opt) 
    3'b000 : reg_data <= 8'b0;
    3'b001 : reg_data <= data_in;
    3'b010 : reg_data <= {1'b0, reg_data[7:1]};
    3'b011 : reg_data <= {reg_data[6:0], 1'b0};
    3'b100 : reg_data <= {reg_data[7], reg_data[7:1]};
    3'b101 : reg_data <= {reg_data[6:0], data_in[0]};
    3'b110 : reg_data <= {reg_data[0], reg_data[7:1]};
    3'b111 : reg_data <= {reg_data[6:0], reg_data[7]};
  endcase 
end
assign data_out = reg_data;
endmodule
==> run.sh <==
#!/bin/bash
# OpenROAD 26Q1-2900-gdf79404cd8, Yosys 0.63+post, stock flow scripts
make -C /OpenROAD-flow-scripts/flow DESIGN_CONFIG=/design/flow/config.mk WORK_HOME=/design/flow/orfs finish
==> summary.txt <==
impl run done, here's what came out: reg-to-reg critical path startpoint=reg_data[0], max_cap viols=0, Fillers=376, type of element launching the critical path=flip-flop, non-filler instance count after layout=115, most frequent cells in the layout=clkdlybuf4s50_1 (19), nand3_1 (10), dfxtp_1 (7), a21oi_2 (5), buf_4 (4), CP cell instances=clkdlybuf4s50_1, HPWL Detailed=1060 um, TritonCTS buffer count=3, Synth Seq Share=40.8%, Gate power share=26.3%, ao+oa area frac=20.1%, Largest register FFs=8, fin util=21.1%, WHS=516 ps, clock root cell=clkbuf_4, Worst setup EP type=primary output, global-route wire length before repair=2160 um, Fmax=691 MHz, Tightest Pin Transition=423 ps, Flop area=170 um2, Synth cell types=18, total grt overflow=0, Yosys Instances=44, Simple-Gate Area Share=29.1%, total die size=0.00640 mm2, Reg2Reg Depth=2, CP top delay family=buffers and inverters, grt met2 use=6.66%, area grow syn2layout=72.7%, Die Span Y=80 um, CP bufs+invs=1, placed cells=111, met3 Use GR=2.16%, yosys adder share=0%, WL final=1330 um, Slew Viols, Final=0, worst rel slew slack=71.8%, R2R Setup Slk=850 ps, clock skew=6.35 ps, final setup fails=0, dominant logic cell type in the layout=clkdlybuf4s50_1, Crit path largest cell delay=490 ps, RSZ-0062 raised after global routing=false, CTS Buffer Depth=2, FF+latch count, synth=8, RR Endpoint=reg_data[7], TNS Setup=0 ps, Final Hold Fails=0, mux share=4.80%, row cnt=21, status=complete, no violations, Psw=0.000153 W, CTS resizes=0, Crit Path Max Fanout=3, Flop pwr share=43.6%, Arrival @ worst endpoint=1130 ps, WS Path Type=flip-flop to primary output, number of global-route vias before repair=458, post-synth design cell area=417 um2, Log Warnings=25, number of buffers added on ports=19, register bank with the most flops=reg_data, Chip Area, Yosys=417 um2, Warnings, synthesis=1, P_int=0.000429 W, fin crit share=90.4%, Max stage delay cell, worst path=clkdlybuf4s50_1, P_leak=0.256 nW, Post-Synth XOR/XNOR Area=0%, Hold Path Class=flip-flop to flip-flop, register clock-pin slew on the reported worst setup and hold paths=60 ps, routed len/inst=11.5 um, min cycle time layout=1450 ps, largest net degree at the start of global routing=18, depth of the CTS H-tree=1, Sink Count=8, layout cells sized above 1=24.6%, hold endpoint=reg_data[5], initial antenna violation count=0, Largest logic family=simple AND/OR/NAND/NOR gates, global routing usage on met1=4.93%, Comb area=225 um2, Avg Inst Size Synth=9.47 um2, core footprint=0.00342 mm2, gr usage total=4.19%, Synth Instances=44, Die X=80 um, Most Crowded Layer GR=met2, Ant. Diodes=0, clk ins delay skew pair=260 ps, Routed Antenna Nets=0, IO Pins=20, Vias per Instance=3.72, Tot Pwr=0.000583 W, placer congestion estimate=0.756, Post CTS Setup Buffer Count=0, crit path DRT=1280 ps, drt pass-1 iters=2, power share of the clock group=30.1%, sw frac=26.3%, Pwr Density=810 mW/mm2, Min-Delay Path Depth=2, CTS tree=done, min-delay src=reg_data[6], via count=428, hold_buf cts=0, residual DRC count=0, Top Registers=reg_data (8), Initial DRC Count=38, floorplan utilization=12.2%, peak supply drop=0.000199 V
power by group through the flow:
stage | clock network (W) | registers, W | logic (W)
final | 0.000175 | 0.000254 | 0.000153
after global routing | 0.000186 | 0.000258 | 0.000170
after CTS | 0.000177 | 0.000255 | 0.000157
stage by stage:
step           instance area, um2  setup slack, ps
6_report                      719              153
5_1_grt                       719             96.0
4_1_cts                       719              126
3_5_place_dp                  693            -46.9
3_3_place_gp                  693            -47.9
2_1_floorplan                 417              622
final cells by class:
type / instances / area share, %
Timing Repair Buffer: 24 / 33.4
Multi-Input combinational cell: 33 / 31.3
Sequential cell: 8 / 23.7
Tap cell: 46 / 8.00
Clock buffer: 4 / 3.65
cell families after synthesis:
family	after synthesis
AND/OR/NAND/NOR	22
AND-OR/OR-AND	9
flip-flops	8
buffers and inverters	3
multiplexers	2
worst max-delay path by stage:
stage	end	slack, ps	cells past startpoint	from
6_report	data_out[7]	150	1	reg_data[7]
4_1_cts	data_out[7]	130	1	reg_data[7]
5_1_grt	reg_data[2]	100	4	opt[2]
routing by layer:
layer	wire length [um]	vias up
li1	-	213
met1	593	202
met2	600	11
met3	119	2
met4	13	0
met5	0	-
synthesized netlist by cell type:
master | count | area, um2
a21oi_2 | 5 | 43.8
a31oi_2 | 1 | 12.5
buf_2 | 2 | 10.0
buf_6 | 1 | 11.3
dfxtp_1 | 7 | 140
edfxtp_1 | 1 | 30.0
mux2i_1 | 2 | 20.0
nand2_1 | 3 | 11.3
nand2_2 | 1 | 6.26
nand3_1 | 10 | 50.1
nand3b_1 | 3 | 22.5
nand4_1 | 1 | 6.26
nand4b_1 | 1 | 8.76
nor2_1 | 1 | 3.75
nor2_2 | 1 | 6.26
o211ai_1 | 2 | 15.0
o211ai_2 | 1 | 12.5
or2_1 | 1 | 6.26
Power figures rest on the tool's default switching activity, not on a simulated workload.
